[design.v]
`timescale 1ns / 1ps
module main_controller#(parameter n =750)(
	input clk,start,hidden_ready1,hidden_ready2,out_ready,
	output reg load_data,
	output reg start1_ann,
	output reg start2_ann,
	output reg start3_ann,
	output reg received
    );
	parameter[2:0] idle = 3'b000, initialize = 3'b001, loading = 3'b010,hidden = 3'b011 ,out = 3'b100, End = 3'b101,wait_for_hidden_ready1 = 3'b110 , wait_for_hidden_ready2 = 3'b111;
	 reg[2:0] ps,ns;
	 reg change;
	 integer i = 0;
	 integer input_count = 0;
	always@(posedge clk)begin
		if (start==1'b1)begin
			ps <= 3'b000;
			change <= 1'b0;
		end
		else begin
			change <= ~change;
			ps <= ns;
			end
	end
	always@(ps,change)begin
		{load_data,start1_ann,start2_ann,start3_ann,received} = 5'b000;
		case(ps)
		idle: begin
			input_count = 0;
			if(start)	ns = initialize;
		end
		initialize: begin
			i = 0;
			input_count = input_count + 1;
			ns = loading;
		end
		loading: begin
			if(input_count < n)begin
				load_data = 1'b1;
				input_count = input_count + 1;
				ns = hidden;
			end
			else begin
				ns = End;
			end
		end
		hidden:begin
				start1_ann = 1'b1;
				ns = wait_for_hidden_ready1;
		end
		wait_for_hidden_ready1:begin
			start1_ann = 1'b0;
			if(hidden_ready1 == 1'b1) begin 
				start2_ann = 1'b1;
				ns = wait_for_hidden_ready2;
			end
			else ns = wait_for_hidden_ready1;
		end
		wait_for_hidden_ready2:begin
			start2_ann = 1'b0;
			if(hidden_ready2 == 1'b1) begin 
				start3_ann = 1'b1;
				ns = out;
			end
			else ns = wait_for_hidden_ready2;
		end
		out:begin
			start3_ann = 1'b0;
			if(out_ready == 1'b1) ns = End;
			else ns = out;
		end
		End: begin
			received = 1'b1;
			ns = initialize;			
		end
		endcase
	end
endmodule
[run.sh]
#!/bin/bash
# OpenROAD 26Q1-2900-gdf79404cd8, Yosys 0.63+post, stock flow scripts
make -C /OpenROAD-flow-scripts/flow DESIGN_CONFIG=/design/flow/config.mk WORK_HOME=/design/flow/orfs finish
[config.mk]
export PLATFORM = sky130hd
export DESIGN_NAME = main_controller
export DESIGN_NICKNAME = main_controller
export VERILOG_FILES = /design/flow/design.v
export SDC_FILE = /design/flow/constraint.sdc
export NUM_CORES = 4
export LEC_CHECK = 1
export CORE_UTILIZATION = 30
[constraint.sdc]
current_design main_controller

set clk_period 1.5
set clk_io_pct 0.2

create_clock -name clk0 -period $clk_period [get_ports {clk}]

set non_clock_inputs [all_inputs -no_clocks]
set_input_delay [expr $clk_period * $clk_io_pct] -clock clk0 $non_clock_inputs
set_output_delay [expr $clk_period * $clk_io_pct] -clock clk0 [all_outputs]
==> results.py <==
# Metrics from the implementation run
metrics = {
    "final_timing": {
        "count_of_unclocked_register_or_latch_pins": 35,
        "grt_setup_unrepaired": "true",
        "report.final.hold_viol_count": 0,
        "endpoints_left_unconstrained": 35,
        "timing.max_slew.rel_slack_pct": 60.7,
        "finalWorstSetupSlack_ps": -64.5,
        "report.final.setup_viol": 1,
        "slew_violations": 0,
        "period_used_pct": 104,
        "finalCriticalPeriod_ps": 1560,
        "fmaxAchievable_ghz": 0.639,
        "max_slew.worst_pin.slew_ps": 585,
    },
    "setup_path": {
        "worst_setup_path_end_kind": "primary output",
        "timing.critical_path.required_ps": 1200,
        "worstPathArrival_ps": 1260,
        "criticalPathCategory": "flop to primary output",
        "critical_path.max_fanout": 5,
        "start_kind": "flop",
    },
    "finish": {
        "drive_gt1_share_pct": 11.2,
        "finish.utilization_pct": 37.6,
        "layout-area-overhead-vs-synth_pct": 17.3,
        "postLayoutCellArea_um2": 1970,
        "final.fill_count": 527,
    },
    "floorplan": {
        "design.portCount": 10,
        "dieArea_um2": 5900,
        "placementRows": 26,
        "die.size.x_um": 76.8,
        "fp_util_pct": 32.0,
        "fp.dieH_um": 76.8,
        "core_area_um2": 5240,
    },
    "drt": {
        "wl_per_cell_um": 11.9,
        "drt-initial-drc-count": 104,
        "drt_drc_violations_left": 0,
        "drt_pre_antenna_iters": 4,
        "antenna_violating_nets_post_route": 0,
        "route.vias.total": 1587,
        "antenna_cells": 0,
        "route.final.wire_length_um": 3590,
        "vias_per_cell": 5.25,
    },
    "global_route": {
        "track_usage_pct": 12.7,
        "grt_residual_overflow": 0,
        "grt_start_max_net_pins": 33,
        "first_global_vias": 1389,
        "global_route_wire_length_before_repair_um": 6310,
        "antenna_violations_before_repair": 0,
    },
    "clocking": {
        "clkSlewWorstSetupHoldPaths_ps": 30,
        "cts_root_buf": "sky130_fd_sc_hd__clkbuf_8",
        "number_of_buffers_created_by_cts": 3,
        "tritoncts_clock_tree": "done",
        "cts_max_level": 1,
        "cts_hold_repair.buffers": 0,
        "cts_max_path_buffers": 2,
    },
    "status": {
        "failed_checks": "setup timing",
        "run_status": "finished, violations left",
    },
    "hold_path": {
        "hold_class": "input pin to flop",
    },
    "place": {
        "place_congestion": 0.848,
        "placement.cell_area_um2": 1860,
        "detailed_place_hpwl_um": 2550,
        "buffer_ports.inserted": 9,
    },
    "synth": {
        "synth.yosys.num_cells": 221,
        "yosysUniqueCellTypes": 35,
        "ys_area_um2": 1680,
        "ys.flops": 38,
        "mappedNetlistArea_um2": 1680,
        "yosysWarnings": 97,
        "syn_area_per_cell_um2": 7.59,
        "post_synth_inst_count": 221,
    },
    "power": {
        "leak_nw": 0.794,
        "p_per_area_nw_per_um2": 212,
        "power.ir.vdd_worst_mv": 0.277,
    },
    "flow_run": {
        "tool_warnings": 27,
        "max_cap_viols": 0,
    },
}
-- flip-flops by register name (all words and copies together), names as in the netlist --
| name | count |
|---|---|
| input_count | 32 |
| ns | 3 |
| ps | 3 |
-- path summary, 6_finish.rpt --
path	start	endpoint	slack, ps	cells past startpoint
min	start	ps[1]$_SDFF_PP0_	690	2
max	ps[2]$_SDFF_PP0_	start3_ann	-60	4
-- where the power goes --
group / switching (mW) / internal (mW)
Sequential: 0.00538 / 0.0995
Clock: 0.0517 / 0.181
Combinational: 0.0459 / 0.0331
-- placed cells by master (no fill, tap or decap), drive strengths merged, types with 7 or more instances in the layout --
cell,n
o31ai,7
a21oi,15
dlxtn,35
xor2,8
mux2i,8
nor4,7
nand4,13
nand2,24
nor2,17
nand3,9
buf,10
or3,12
or4,8
-- cells in the mapped netlist, drive strengths merged --
master	instances	area, um2
or4	8	60.1
inv	3	11.3
mux2i	8	80.1
nor2b	5	31.3
nand2	24	90.1
and4	5	43.8
o311ai	1	8.76
dfxtp	3	60.1
buf	4	20.0
o21ai	5	25.0
xnor2	4	35.0
xor2	8	70.1
nand4	13	87.6
and3	5	31.3
o31ai	7	52.6
or3	12	75.1
and2	3	18.8
nor4	7	50.1
nand3b	2	15.0
dlxtn	35	526
or4b	1	10.0
nor3	3	15.0
nand2b	1	6.26
a22oi	1	7.51
a21oi	15	75.1
clkbuf	8	31.3
or2	1	6.26
nand3	9	45.0
a31oi	1	6.26
nor2	17	63.8
a211oi	1	7.51
ha	1	12.5
-- per-stage QoR --
step / total power [mW] / setup WS, ps / setup TNS (ps) / std cells / hold WS [ps]
2_1_floorplan: 0.154 / 240 / 0 / 221 / 372
3_3_place_gp: 0.188 / -216 / -385 / 295 / 915
3_5_place_dp: 0.187 / -217 / -399 / 295 / 923
4_1_cts: 0.423 / -129 / -430 / 301 / 702
5_1_grt: 0.440 / -135 / -135 / 302 / 713
6_report: 0.417 / -64.5 / -64.5 / 302 / 694
-- final cells by class --
cell class / instances / area [um2] / area share, %
timing repair buffer: 19 / 174 / 8.84
clock buffer: 4 / 45.0 / 2.29
inverter: 3 / 11.3 / 0.572
tap: 70 / 87.6 / 4.45
sequential: 38 / 597 / 30.3
multi-input combinational: 168 / 1050 / 53.5
-- worst max-delay path, cell delays in order, from the launching register on --
cell	delay, ps
sky130_fd_sc_hd__dfxtp_4	360
sky130_fd_sc_hd__buf_6	120
sky130_fd_sc_hd__nand2_2	50
sky130_fd_sc_hd__nor2_2	70
sky130_fd_sc_hd__clkdlybuf4s50_1	460
-- per-layer routing --
| metal | GRT usage (%) | share of wire, % | up-vias |
|---|---|---|---|
| met4 | 0.577 | 0.47 | 0 |
| met3 | 0.242 | 1.4 | 2 |
| met5 | 0 | 0 | - |
| li1 | - | - | 828 |
| met1 | 20.4 | 54 | 739 |
| met2 | 20.2 | 44 | 18 |
-- what timing repair did --
| action | 4_1_cts | 5_1_grt |
|---|---|---|
| pin swaps | 3 | 3 |
| hold endpoints to repair | 0 | 0 |
| setup buffers | 2 | 1 |
| resized | 10 | 11 |
| endpoints found under the setup margin | 5 | 5 |
-- kinds of logic (layout without fill, tap and decap cells) --
kind of cell    Yosys count  in the layout  share of synthesized area (%)
compound gates           31             31                           10.9
xor+xnor                 12             12                           6.26
fa+ha+maj                 1              1                          0.746
buf+inv                  15             26                           3.73
flops                     3              3                           3.58
latches                  35             35                           31.3
mux                       8              8                           4.77
simple gates            116            116                           38.7
Power figures rest on the tool's default switching activity, not on a simulated workload.
